==> ./design.v <==
module led_test(
	input CLOCK_50,
	output [1:0] LEDG
	);
	reg gnd = 1'b0;
	reg state = 1'b0;
	reg [26:0]count = 26'd0;
	assign LEDG[0] = gnd;
	assign LEDG[1] = state;
	always @ (posedge CLOCK_50) begin
		if(count == 26'd50000000)
			begin	
				count <= 26'd0;  
				state <= ~state;  
			end
		else
			begin
				count <= count + 1;
			end
	end  
endmodule
==> ./run.sh <==
#!/bin/bash
# OpenROAD 26Q1-2900-gdf79404cd8, Yosys 0.63+post, stock flow scripts
make -C /OpenROAD-flow-scripts/flow DESIGN_CONFIG=/design/flow/config.mk WORK_HOME=/design/flow/orfs finish
==> ./config.mk <==
export PLATFORM = sky130hd
export DESIGN_NAME = led_test
export DESIGN_NICKNAME = led_test
export VERILOG_FILES = /design/flow/design.v
export SDC_FILE = /design/flow/constraint.sdc
export NUM_CORES = 4
export LEC_CHECK = 1
export CORE_AREA = 10 10 100 100
export DIE_AREA = 0 0 110 110
==> ./constraint.sdc <==
current_design led_test

set clk_period 5.1
set clk_io_pct 0.2

create_clock -name clk0 -period $clk_period [get_ports {CLOCK_50}]

set non_clock_inputs [all_inputs -no_clocks]
set_input_delay [expr $clk_period * $clk_io_pct] -clock clk0 $non_clock_inputs
set_output_delay [expr $clk_period * $clk_io_pct] -clock clk0 [all_outputs]
==> results.cfg <==
; yosys + openroad results
[grt]
first_global_vias = 847
grt_max_degree = 16
overflow = 0
grt_use_total_pct = 3.852
grt_pass1_wl_mm = 3.912
antenna_found_initial = 0

[clocking]
clk_pin_slew_ns = 0.09
cts_tree = yes
cts_resized = 0
cts_buffers = 3
cts_hold_buf = 0
cts_setup_buffers = 0
cts_htree_levels = 1
cts_max_path_buffers = 2
clock-sinks = 28
clkLatencyLatePin_ns = 0.27
cts_root_buf = clkbuf_8

[finish]
num-fill-cells = 866
lay_top_count = dfxtp_1
area_growth_pct = 9.935
final_cells = 242
final-seq-area_um2 = 570.5
drive_gt1_share_pct = 7.143
most-common-layout-cells = dfxtp_1 (27), nand4_1 (12), xnor2_1 (11)
comb_area_um2 = 709.4

[worst_setup_path]
cp-end-kind = primary output
r2r-end = state$_DFFE_PN_
rr_worst_depth = 5
slowest_delay_ns = 0.46
crit_chain = clkdlybuf4s50_1
r2r-start = count[0]$_SDFF_PN0_
crit_slowest_cell = clkdlybuf4s50_1
cp-start-kind = flip-flop
worstPathArrival_ns = 1.08
worstSetupPathType = reg -> out
r2r_slack_ns = 3.35
crit_buf_inv = 1
required_ns = 4.08
path_delay_family = buffers and inverters
worst-path-max-fanout = 2

[synthesis]
ys_area_mm2 = 0.001348
area_leaders = dfxtp_1 (40%), xnor2_1 (7.1%), nand4_1 (5.6%), mux2i_1 (3.7%), and4_1 (3.2%)
synth_top_cell_by_area = dfxtp_1
yosysCellCount = 142
netlist.area_leader.share_pct = 40.11
netlist_area_mm2 = 0.001348
synthFlopType = dfxtp_1
ys_seq_share_pct = 42.34
synth-async-reset-ratio_pct = 0
synth_cell_types = 39
avgSynthCellArea_um2 = 9.490
ys.warnings.count = 1
edf_count = 1
ys_ff = 28
syn-instance-count = 142

[power_and_ir_drop]
ir_drop_v = 0.00009549
p_leak_nw = 0.4585
clkPwrFrac_pct = 34.8
intPower_mw = 0.2753
p_sw_mw = 0.06119
seqPwrFrac_pct = 65.2
p_comb_share_pct = 0
swShare_pct = 18.19
pwr_density_cell_mw_per_mm2 = 227.1

[sta]
setup_viol = 0
rsz0062_at_grt = no
hold_viol = 0
drv_slew = 0
setup_tns_ns = 0
fin_crit_sh_pct = 41.10
period_minus_slack_ns = 2.096
clock_skew_ns = 0.008980
timing.fmax_ghz = 0.4771

[outcome]
status = complete, no violations

[floorplanning]
core_area_mm2 = 0.007807
dieArea_mm2 = 0.01210
fp_util_pct = 17.26
num_rows = 32
die-width_um = 110
die-height_um = 110
boundaryPins = 3

[routing]
vias = 943
firstDrtPassIters = 4
drt_iter0_markers = 19
via_per_inst = 3.897
antenna-diode-count = 0
drtAntennaViolNets = 0
drcViolationCount = 0
routed_wl_mm = 2.293
wire_per_inst_um = 9.475

[placement]
place_hpwl_mm = 1.682
place_inst = 238
place_congestion = 0.7867
portBuffers = 1

[run]
log.warning_count = 26
drv_cap = 0

[min_path]
holdPathStages = 1
hp-start = count[22]$_SDFF_PN0_
min_path_type = reg -> reg
min_delay_worst_endpoint = count[22]$_SDFF_PN0_
-- cells by family after synthesis --
group	Yosys count	share of synthesized area, %
AOI/OAI and AO/OA	11	4.922
muxes	5	3.714
other	1	0.2783
xor gates and xnor gates	17	11.61
and+or+nand+nor	66	30.27
adders and majority gates	2	1.857
buffers and inverters	12	5.014
DFF	28	42.34
-- area by class of cell --
class | count | area share (%)
multi-input cells | 102 | 47.89
flip-flops and latches | 28 | 38.51
well taps | 102 | 8.615
clock buffers | 4 | 3.041
inverters | 5 | 1.267
repair buffers | 1 | 0.6757
-- sequential cells by signal (all words and copies together) (netlist names) --
name / flops
state: 1
count: 27
-- worst max-delay path by stage --
stage | start | end | slack [ns] | cells after the start
CTS | state$_DFFE_PN_ | LEDG[1] | 2.99 | 1
global route | state$_DFFE_PN_ | LEDG[1] | 2.94 | 1
finish | state$_DFFE_PN_ | LEDG[1] | 3.00 | 1
-- power groups by stage --
stage	sequential (mW)	combinational [mW]	clock [mW]
after CTS	0.219	0.0000629	0.123
after global routing	0.220	0.000102	0.130
final	0.219	0.0000355	0.117
-- per-layer routing --
metal,routed length [um],share of wire [%],GRT usage (%)
met1,1277,56,5.895
met2,907,40,5.546
met3,80,3.5,0.9401
met4,27,1.2,0.3717
met5,0,0,0
-- stage by stage --
stage | setup slack [ns] | hold slack (ns) | util, % | area [um^2] | total power [mW]
2_1_floorplan | 3.585 | 0.4222 | - | 1348 | 0.2252
3_3_place_gp | 3.290 | 0.4417 | 18.40 | 1436 | 0.2247
3_5_place_dp | 3.291 | 0.4467 | 18.40 | 1436 | 0.2247
4_1_cts | 2.986 | 0.4594 | 18.97 | 1481 | 0.3421
5_1_grt | 2.943 | 0.4903 | 18.97 | 1481 | 0.3501
6_report | 3.004 | 0.4534 | 18.97 | 1481 | 0.3364
-- cell usage after synthesis, types with 2 or more instances --
| cell type | count |
|---|---|
| nor2_1 | 8 |
| xnor2_1 | 11 |
| buf_4 | 3 |
| nand3_1 | 8 |
| nor4_1 | 2 |
| and4_1 | 5 |
| and2_1 | 3 |
| and3_1 | 5 |
| nand2_1 | 10 |
| nor3_1 | 2 |
| buf_2 | 2 |
| xor2_1 | 5 |
| dfxtp_1 | 27 |
| inv_1 | 5 |
| nand4_1 | 12 |
| a21oi_1 | 2 |
| ha_1 | 2 |
| o21ai_0 | 4 |
| o22ai_1 | 2 |
| mux2i_1 | 5 |
Power and IR drop assume default switching activity.
